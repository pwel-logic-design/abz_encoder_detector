<file path="/design/flow/design.v">
`default_nettype none
module ABZ_DET
    # ( parameter BIT_LENGTH = 12 
    )    
    (
    input wire CLK,      
    input wire ARSTN,    
    input wire A_IN,     
    input wire B_IN,     
    input wire Z_IN,     
    input wire EN_INIT_IN,                   
    input wire [BIT_LENGTH-1:0] INIT_COUNT,  
    input wire [BIT_LENGTH-1:0] POS_OFFSET,  
    input wire EN_OUTPUT_IN,                 
    output reg [BIT_LENGTH-1:0] CNT_OUT,     
    output reg [BIT_LENGTH-1:0] LATCHED_CNT_OUT  
);
reg [1:0] A_IN_TMP;
reg [1:0] B_IN_TMP;
reg [1:0] Z_IN_TMP;
reg DIRECTION;
wire POS_A;
wire POS_B;
wire POS_Z;
wire NEG_A;
wire NEG_B;
wire NEG_Z;
wire POS_EN_INIT_IN;
wire POS_EN_OUTPUT;
wire [3:0] CONDITION;
wire RISE_CONDITION;
wire FALL_CONDITION;
wire CLEAR_CONTIDION;
always @(posedge CLK or negedge ARSTN) begin
    if (!ARSTN) begin
        A_IN_TMP    <= 2'b0;
        B_IN_TMP    <= 2'b0;
        Z_IN_TMP    <= 2'b0;
    end
    else begin
        A_IN_TMP[0]    <= A_IN;
        B_IN_TMP[0]    <= B_IN;
        Z_IN_TMP[0]    <= Z_IN;
        A_IN_TMP[1]    <= A_IN_TMP[0];
        B_IN_TMP[1]    <= B_IN_TMP[0];
        Z_IN_TMP[1]    <= Z_IN_TMP[0];
    end
end
EDGE_DET A_EDGE(.CLK(CLK),.ARSTN(ARSTN),.IN(A_IN_TMP[1]),.POS(POS_A),.NEG(NEG_A));
EDGE_DET B_EDGE(.CLK(CLK),.ARSTN(ARSTN),.IN(B_IN_TMP[1]),.POS(POS_B),.NEG(NEG_B));
EDGE_DET Z_EDGE(.CLK(CLK),.ARSTN(ARSTN),.IN(Z_IN_TMP[1]),.POS(POS_Z),.NEG(NEG_Z));
EDGE_DET INIT_EN_EDGE(.CLK(CLK),.ARSTN(ARSTN),.IN(EN_INIT_IN),.POS(POS_EN_INIT_IN),.NEG());
EDGE_DET OUTPUT_EN_EDGE(.CLK(CLK),.ARSTN(ARSTN),.IN(EN_OUTPUT_IN),.POS(POS_EN_OUTPUT),.NEG());
assign RISE_CONDITION = (~B_IN_TMP[1] && POS_A) |
                        ( A_IN_TMP[1] && POS_B) |
                        ( B_IN_TMP[1] && NEG_A) |
                        (~A_IN_TMP[1] && NEG_B);
assign FALL_CONDITION = (~A_IN_TMP[1] && POS_B) |
                        ( B_IN_TMP[1] && POS_A) |
                        ( A_IN_TMP[1] && NEG_B) |
                        (~B_IN_TMP[1] && NEG_A);
always @(posedge CLK or negedge ARSTN) begin
    if (!ARSTN) begin
        DIRECTION <= 1'b0;
    end
    else begin
        if (RISE_CONDITION) DIRECTION <= 1'b1;
        else if (FALL_CONDITION) DIRECTION <= 1'b0;
    end
end
assign CLEAR_CONTIDION = DIRECTION ? POS_Z : NEG_Z;
assign CONDITION = {FALL_CONDITION, RISE_CONDITION, CLEAR_CONTIDION, POS_EN_INIT_IN};
always @(posedge CLK or negedge ARSTN) begin
    if (!ARSTN) begin
        CNT_OUT <= 0;
    end
    else begin
        casex (CONDITION)
            4'bXXX1:    CNT_OUT <= INIT_COUNT;
            4'bXX10:    CNT_OUT <= POS_OFFSET;
            4'b0100:    CNT_OUT <= CNT_OUT + 1'b1;
            4'b1000:    CNT_OUT <= CNT_OUT - 1'b1;
            default:    CNT_OUT <= CNT_OUT;
        endcase
    end
end
always @(posedge CLK or negedge ARSTN) begin
    if (!ARSTN) begin
        LATCHED_CNT_OUT <= 0;
    end
    else begin
        if (EN_OUTPUT_IN) begin
            LATCHED_CNT_OUT <= CNT_OUT;
        end
    end
end
endmodule
`default_nettype wire
`default_nettype none
module EDGE_DET (
    input wire CLK,
    input wire ARSTN,
    input wire IN,
    output wire POS,
    output wire NEG
);
reg in_0;
always @(posedge CLK or negedge ARSTN) begin
    if (!ARSTN) begin
        in_0 <= 1'b0;
    end
    else begin
        in_0 <= IN;
    end
end
assign POS = ~in_0 & IN;
assign NEG = in_0 & ~IN;
endmodule
`default_nettype wire
</file>
<file path="/design/flow/run.sh">
#!/bin/bash
# OpenROAD 26Q1-2900-gdf79404cd8, Yosys 0.63+post, stock flow scripts
make -C /OpenROAD-flow-scripts/flow DESIGN_CONFIG=/design/flow/config.mk WORK_HOME=/design/flow/orfs finish
</file>
<file path="/design/flow/config.mk">
export PLATFORM = sky130hd
export DESIGN_NAME = ABZ_DET
export DESIGN_NICKNAME = ABZ_DET
export VERILOG_FILES = /design/flow/design.v
export SDC_FILE = /design/flow/constraint.sdc
export NUM_CORES = 4
export LEC_CHECK = 1
export CORE_UTILIZATION = 30
</file>
<file path="/design/flow/constraint.sdc">
current_design ABZ_DET

set clk_period 5.3
set clk_io_pct 0.2

create_clock -name clk0 -period $clk_period [get_ports {CLK}]

set non_clock_inputs [all_inputs -no_clocks]
set_input_delay [expr $clk_period * $clk_io_pct] -clock clk0 $non_clock_inputs
set_output_delay [expr $clk_period * $clk_io_pct] -clock clk0 [all_outputs]
</file>
==> run summary <==
run metrics: setup tns final 0 ps, CTS H-tree depth 2, Synth cell types 41, comb. cell area 1025 um^2, part of the cycle the worst path needs 0.7165, Worst EP required 5460 ps, DP HPWL 3058 um, Clock Root Buffer clkbuf_8, CTS Hold Bufs 0, Register Area a little under 900 um^2, Crit Path Category input pin to flip-flop, vias in the first global route 1580, Min Hold Slack 352.0 ps, fin area 2709 um^2, Peak VDD IR 0.1648 mV, Max Root-Sink Buffers 2, startpoint type of the worst setup path input pin, Iteration-0 DRC Markers 72, AO/OA Area Share 0.1798, CTS Sinks 35, Int Pwr 0.7797 mW, P_leak 1.149 nW, GPL Wtd Cong 0.8050, crit end category flip-flop, endpoints failing setup 0, YS chip area 1983 um^2, yosys adder share 0.07319, R2R Path Start A_IN_TMP[1], worst hold path class flip-flop to flip-flop, Worst Tran Pin Value between 700 and 800 ps, pwr/cell area 416.3 nW/um^2, Post-Synth XOR/XNOR Area 0.06940, combinational share of power 0.417, Net Sw Power 0.3479 mW, final hold violation count 0, GRT Util Overall 0.1363, Post-Syn Area 1983 um^2, Fmax about 260 MHz, Clk pwr share 0.219, RSZ-0062 raised after global routing false, CP Max Fanout 19, worst setup skew after layout 7.461 ps, mux frac, synth 0.07319, Synth Instances 194, register share after synthesis 0.4416, GRT overflow 0, Flop pwr share 0.364, Synthesis Warnings 2, initial antenna violation count 0, Setup crit start EN_INIT_IN, Initial Utilization 0.3123, Area after DPL 2592 um^2, 1st-pass router iterations 4, Slew Limit Fails 0, Avg Cell Area, Syn 10.22 um^2, count of buffers from port buffering 54, diode count 0, clock slew at reported path FFs 80 ps, Non-Filler Instances 330, Die Ht approximately 83 um, Max transition margin 0.4643, Post-Route WL 4352 um, Fillers 593, tool warnings 25, Max Cap Violations 0, minimum clock period 3798 ps, post-route setup slack 1502 ps, row count 29, CTS Buf Count 5, crit path DAT slightly below 4000 ps, largest family of logic cells by area AND-OR/OR-AND gates, clk ins delay skew pair 290 ps, Post-CTS Resized 0, # Cells Yosys 194, Sw Ratio 0.3086, core area 6350 um^2, largest net degree at the start of global routing 36, first-pass GRT wire length 7445 um, Ports 55, DRC Markers 0, Die Size 6940 um^2, and+or+nand+nor area frac 0.1211, Final Util 0.4266, status completed, Vias roughly 1600, Placed Cells ~320, Registers, synthesis 35, CTS tree built, share of post-route cells with drive strength above 1 0.1462, Avg WL per Cell 13.19 um, DP Worst Slack around 1200 ps, Horiz. Die Dim 83.31 um, via/cell ratio 4.833, Detail Route Antenna Nets 0, post-CTS setup buffers 0, Tot Pwr approximately 1.1 mW, P&R area growth vs syn 36.59%, min-delay src Z_IN_TMP[0]
kinds of logic after synthesis:
logic type	after synthesis
buf+inv	15
mux	13
compound gates	59
flops	35
xor+xnor	14
simple gates	47
fa+ha+maj	11
power groups by stage:
stage / Sequential [mW] / Combinational [mW] / Clock, mW
5_1_grt: 0.424 / 0.525 / 0.265
6_report: 0.410 / 0.470 / 0.247
4_1_cts: 0.412 / 0.477 / 0.259
worst max-delay path: stages:
cell	delay, ps
clkdlybuf4s50_1	420
nor2b_1	140
buf_4	190
nor3_2	670
ha_1	420
a21o_1	190
a21oi_1	140
o21ai_1	170
a221oi_1	340
xnor2_1	150
o21ai_1	70
per-layer routing:
metal	wire (um)	global-route usage
met2	1884	0.2079
met5	0	0
met3	284	0.03633
met4	51	0.02821
met1	2132	0.2013
synth_stat cells (all sizes together):
master | instances | area share
inv | 8 | 0.015
a21oi | 24 | 0.061
nor3 | 3 | 0.010
o21a | 3 | 0.011
xnor2 | 10 | 0.044
a221oi | 2 | 0.0088
or2b | 1 | 0.0038
and3 | 2 | 0.0069
clkbuf | 3 | 0.011
nand2 | 16 | 0.032
a211oi | 1 | 0.0063
a22oi | 1 | 0.0038
xor2 | 4 | 0.025
buf | 4 | 0.016
dfrtp | 35 | 0.44
mux2 | 12 | 0.068
nand2b | 3 | 0.0095
nor2 | 8 | 0.015
fa | 1 | 0.010
nand3 | 9 | 0.028
nand3b | 1 | 0.0038
o21bai | 1 | 0.0038
o31a | 1 | 0.0044
o31ai | 1 | 0.0038
mux2i | 1 | 0.0050
o21ai | 18 | 0.053
a21o | 3 | 0.011
nor2b | 3 | 0.0095
a31oi | 4 | 0.013
or3 | 1 | 0.0032
ha | 10 | 0.063
state kept, by name, summed over array words and instances, names as in the netlist:
signal / cells
DIRECTION: 1
INIT_EN_EDGE.in_0: 1
B_IN_TMP: 2
B_EDGE.in_0: 1
A_EDGE.in_0: 1
A_IN_TMP: 2
Z_EDGE.in_0: 1
Z_IN_TMP: 2
CNT_OUT: 12
LATCHED_CNT_OUT: 12
placed cells by master (no fill, tap or decap), drive strengths merged, types with 2 or more instances in the layout:
cell type / synthesis / layout
a31oi: 4 / 4
nand3: 9 / 9
nand2: 16 / 16
ha: 10 / 10
nor2: 8 / 8
inv: 8 / 9
nor2b: 3 / 3
clkdlybuf4s50: 0 / 53
xnor2: 10 / 10
a221oi: 2 / 2
o21a: 3 / 3
mux2: 12 / 12
buf: 4 / 5
nor3: 3 / 3
a21o: 3 / 3
dfrtp: 35 / 35
nand2b: 3 / 3
xor2: 4 / 4
and3: 2 / 2
a21oi: 24 / 24
o21ai: 18 / 18
clkbuf: 3 / 5
final cells by class:
type	count	share of cell area
clock inverters	3	0.01755
inverters	8	0.01109
flip-flops and latches	35	0.3233
repair buffers	58	0.2088
multi-input cells	144	0.3783
well taps	77	0.03557
clock buffers	5	0.02540
final timing paths:
kind / to / slack (ps) / depth (start not counted)
max in group asynchronous: CNT_OUT[3] / 4180 / 2
hold / removal: Z_IN_TMP[1] / 350 / 0
min in group asynchronous: LATCHED_CNT_OUT[8] / 800 / 2
setup / recovery: CNT_OUT[11] / 1500 / 11
setup reg to reg: CNT_OUT[11] / 2250 / 10
hold reg to reg: Z_IN_TMP[1] / 350 / 0
Power figures rest on the tool's default switching activity, not on a simulated workload.
